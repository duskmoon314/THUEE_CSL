==> flow/design.v <==
module r_fsk(
         input clk,
         input rst,
         input data_in,
         output reg data_out
       );
reg [3:0] cnt;
reg flag;
always @(posedge data_in)
  begin
    if (~rst)
      begin
        cnt <= 0;
      end
    else
      begin
        if (clk)
          begin
            cnt <= cnt + 1;
          end
        else
          begin
            cnt <= 0;
          end
      end
  end
always @(negedge clk)
  begin
    data_out <= cnt > 4 ? 1 : 0;
  end
endmodule
==> flow/run.sh <==
#!/bin/bash
# OpenROAD 26Q1-2900-gdf79404cd8, Yosys 0.63+post, stock flow scripts
make -C /OpenROAD-flow-scripts/flow DESIGN_CONFIG=/design/flow/config.mk WORK_HOME=/design/flow/orfs finish
==> flow/config.mk <==
export PLATFORM = sky130hd
export DESIGN_NAME = r_fsk
export DESIGN_NICKNAME = r_fsk
export VERILOG_FILES = /design/flow/design.v
export SDC_FILE = /design/flow/constraint.sdc
export NUM_CORES = 4
export LEC_CHECK = 1
export CORE_AREA = 10 10 70 70
export DIE_AREA = 0 0 80 80
==> flow/constraint.sdc <==
current_design r_fsk

set clk_period 1.4
set clk_io_pct 0.2

create_clock -name clk0 -period $clk_period [get_ports {clk}]
create_clock -name clk1 -period $clk_period [get_ports {data_in}]

set non_clock_inputs [all_inputs -no_clocks]
set_input_delay [expr $clk_period * $clk_io_pct] -clock clk0 $non_clock_inputs
set_output_delay [expr $clk_period * $clk_io_pct] -clock clk0 [all_outputs]
==> run_results.csv <==
group,metric,value,unit
outcome,run_status,"complete, but fails checks",
outcome,violations_in_the_final_reports,"negative setup slack",
power,sequentialPowerShare,21.3,%
power,p_switching,0.000245,W
power,p_int,0.000620,W
critical_path,critical-path-top-delay-family,"flip-flops",
run,maxCapViolCount,0,
final_timing,timing.slew.headroom,85.4,%
synth,total_standard_cell_area_after_synthesis,203,µm²
floorplan,io_pins,4,
synth,yosysTopAreaCell,"dfxtp_1",
detailed_routing,post-route-drc-count,0,
floorplan,die-height,80,µm
cells_and_area,stdcell_count,85,
place,gp_congestion,0.611,
critical_path,cp_num_buf_inv,1,
detailed_routing,initialDrtViolationCount,10,
detailed_routing,route.antenna.remaining_nets,0,
floorplan,initCoreUtil,5.93,%
synth,ys_async_sr_fraction,0,%
place,placedCellCount,71,
cells_and_area,drive_gt1_share,59.0,%
power,power.switching_fraction,28.3,%
power,comb_pwr_share,11.5,%
synth,synth.most_common_cell,"dfxtp_1",
detailed_routing,wl_per_cell,6.55,µm
place,half_perimeter_wire_length_after_placement,282,µm
global_route,overflow,0,
synth,ys_seq_share,49.4,%
detailed_routing,viasPerCell,2.35,
critical_path,cp-startpoint,"data_out",
final_timing,rsz0062_at_grt,"yes",
global_route,antenna_found_initial,0,
global_route,maximum_number_of_pins_on_one_net_before_global_route_repair,5,
synth,yosys_area,203,µm²
synth,synth_warnings,1,
floorplan,die_area,6400,µm²
critical_path,cp_data_required_time,1.12,ns
synth,synth-cells-yosys,21,
hold_path,timing.hold.worst.start,"clk",
run,log.warning_count,36,
hold_path,min_path_type,"clock port to flop",
cts,cts.repair_timing.setup_buffer_count,0,
cts,ctsHoldBuffers,0,
synth,ys.flop_type,"dfxtp_1",
global_route,grt_pass1_wl,1010,µm
cells_and_area,area_growth_syn_to_layout,103,%
floorplan,core-area,3420,µm²
floorplan,floorplan.rows,21,
power,power.density_cell_area,2100,nW/µm²
critical_path,startpoint_type,"flop",
detailed_routing,wl,557,µm
synth,mean_area_per_synthesized_cell,9.65,µm²
power,clkPwrFrac,67.2,%
final_timing,hold_viol_final,0,
synth,gate_count_of_the_mapped_netlist,21,
detailed_routing,antenna_cells,0,
power,peakVddDrop,0.000787,V
global_route,number_of_global_route_vias_before_repair,299,
critical_path,cp_data_arrival_time,1.49,ns
final_timing,postLayoutSetupSlackWorst,-0.372,ns
synth,common_cells,"dfxtp_1 (5), inv_1 (4), ha_1 (2), nand3_1 (2), nor2_1 (2)",
final_timing,slew_viol_final,0,
critical_path,crit_chain,"buf_2",
floorplan,die_width,80,µm
critical_path,max_stage_delay,0.30,ns
final_timing,holdWs,0.319,ns
synth,ys_ff,5,
cts,clk_pin_slew_worst_paths,0.03,ns
detailed_routing,router_iterations_before_antenna_repair,2,
detailed_routing,route.vias.total,200,
critical_path,timing_worst_setup_path_type,"flop to output port",
critical_path,crit_slowest_cell,"dfxtp_2",
cts,tritoncts,"done",
final_timing,setup_total_negative_slack,-0.372,ns
critical_path,critical_path.endpoint_type,"output port",
place,port_buffers,2,
synth,edf_count,0,
critical_path,rr_startpoint,"cnt[1]",
synth,ys_types,11,
final_timing,fin_skew,0.00175,ns
synth,synth.top_cell.area_share,49.4,%
critical_path,path_max_fanout,1,
global_route,global_router_s_overall_resource_usage,2.16,%
power,power_leakage,0.192,nW
final_timing,tightestPinTransition,0.218,ns
final_timing,final-setup-viol-count,1,
synth,post_synth_main_area_contributors,"dfxtp_1 (49%), ha_1 (12%), inv_1 (7.4%), mux2i_1 (4.9%), nand3_1 (4.9%)",
-- stage by stage --
step                setup slack [ns]  instance area [µm²]  utilization (%)  total power, W
global placement              -0.369                  310             9.08        0.000317
finish                        -0.372                  412             12.1        0.000865
CTS                           -0.379                  418             12.2        0.000943
detailed placement            -0.364                  310             9.08        0.000322
global route                  -0.419                  412             12.1        0.000959
floorplan                    -0.0814                  218                -        0.000275
-- power by group through the flow --
stage | Sequential [W] | Clock, W | Combinational [W]
after CTS | 0.000185 | 0.000658 | 0.000101
final | 0.000184 | 0.000581 | 0.0000994
after global routing | 0.000187 | 0.000659 | 0.000112
-- cell usage in the layout, fill, tap and decap left out --
cell	instances
buf_4	2
and3_1	1
nor2_1	2
ha_1	1
mux2i_1	1
clkdlybuf4s50_1	1
buf_2	1
inv_2	2
nand3_1	2
clkbuf_1	2
dfxtp_1	2
inv_1	2
xnor2_1	1
dfxtp_2	3
ha_4	1
clkbuf_4	12
a21o_2	1
nand2_4	1
nand3b_1	1
-- routing by layer --
layer	up-vias	track usage [%]	part of all wire (%)
met1	82	1.40	39
met2	11	1.61	39
met3	7	3.41	13
met4	0	3.87	8.1
met5	-	0	0
li1	100	-	-
-- path summary, 6_finish.rpt --
check | to | slack [ns] | cells after the start
setup / recovery | data_out | -0.37 | 1
hold / removal | cnt[1] | 0.32 | 4
setup reg to reg | data_out | 0.04 | 4
hold reg to reg | cnt[3] | 0.49 | 2
max in group clk1 | cnt[3] | 0.16 | 6
min in group clk0 | data_out | 1.01 | 1
-- cell families (layout without fill, tap and decap cells) --
family	after synthesis	after routing	synth area share [%]
XOR/XNOR	1	1	4.32
adder cells (fa/ha/maj)	2	2	12.3
AND/OR/NAND/NOR	7	7	17.3
flip-flops	5	5	49.4
buffers and inverters	4	22	7.41
AND-OR/OR-AND	1	1	4.32
multiplexers	1	1	4.94
-- area by class of cell --
class,count,area [µm²]
clock buffers,14,97.6
clock inverters,1,3.75
fillers,405,3000
inverters,3,11.3
multi-input cells,12,108
flip-flops and latches,5,104
well taps,46,57.6
repair buffers,4,30.0
-- flip-flops by register name, indices dropped and copies added, names as in the netlist --
signal / flops
cnt: 4
data_out: 1
-- repair_timing --
action / 4_1_cts / 5_1_grt
setup endpoints to repair: 3 / 2
gates resized: 5 / 1
pin swaps: 0 / 0
Power is estimated from default activity; no workload was simulated.
