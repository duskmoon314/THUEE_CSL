<file path="/design/flow/design.v">
module fsk(
         input clk,
         input rst,
         input [15:0] data_in,
         output reg data_out
       );
reg [3:0] cnt, i;
always @(posedge clk)
  begin
    if (~rst)
      begin
        i <= 15;
        cnt <= 0;
      end
    else
      begin
        if (cnt==15)
          begin
            i <= i - 1;
          end
        cnt <= cnt + 1;
      end
  end
always @(*)
  begin
    data_out <= ~rst ? 0 : data_in[i] ? clk : cnt[1];
  end
endmodule
</file>
<file path="/design/flow/run.sh">
#!/bin/bash
# OpenROAD 26Q1-2900-gdf79404cd8, Yosys 0.63+post, stock flow scripts
make -C /OpenROAD-flow-scripts/flow DESIGN_CONFIG=/design/flow/config.mk WORK_HOME=/design/flow/orfs finish
</file>
<file path="/design/flow/config.mk">
export PLATFORM = sky130hd
export DESIGN_NAME = fsk
export DESIGN_NICKNAME = fsk
export VERILOG_FILES = /design/flow/design.v
export SDC_FILE = /design/flow/constraint.sdc
export NUM_CORES = 4
export LEC_CHECK = 1
export CORE_AREA = 10 10 70 70
export DIE_AREA = 0 0 80 80
</file>
<file path="/design/flow/constraint.sdc">
current_design fsk

set clk_period 2.5
set clk_io_pct 0.2

create_clock -name clk0 -period $clk_period [get_ports {clk}]

set non_clock_inputs [all_inputs -no_clocks]
set_input_delay [expr $clk_period * $clk_io_pct] -clock clk0 $non_clock_inputs
set_output_delay [expr $clk_period * $clk_io_pct] -clock clk0 [all_outputs]
</file>
==> qor.txt <==
largest net degree at the start of global routing -> 9
# port buffers -> 18
Fmax -> 382 MHz
final WL -> 1090 um
Setup Skew -> 0.00357 ns
clk latency late pin -> 0.36 ns
residual DRC count -> 0
synthesized instance count -> 38
Yosys chip area -> 462 um^2
Layout Utilization -> 20.8%
Die Size -> 6400 um^2
XOR/XNOR Area Share -> 9.49%
placed insts -> 103
largest stage delay on the critical path -> 0.51 ns
Critical Path Start Type -> flop
Yosys warning total -> 1
Via density -> 3.44
outcome -> complete, but fails checks
hold crit path type -> flop to flop
worst setup path class -> flop to primary output
via count -> 375
per-cell routed wire length -> 10.0 um
Area growth, synth to finish -> 54.2%
area of the core -> 3420 um^2
Crit-path slowest cell -> mux4_2
Worst-Margin Slew -> 0.343 ns
clock-pin slew on the worst setup and hold paths -> 0.05 ns
number of I/O pins -> 19
RSZ-0062 raised after global routing -> true
slew margin rel. -> 76.9%
Routed Antenna Nets -> 0
register area share after synthesis -> 34.7%
worst path cell trace -> mux4_2 -> mux4_2 -> mux2i_1 -> nor2b_1 -> buf_2
Tcrit/Tclk final -> 105%
first-pass GRT wire length -> 1810 um
Worst VDD drop -> 0.000150 V
final-report hold violation count -> 0
syn_area_per_cell -> 12.1 um^2
Logic family by area -> multiplexers
tool warnings -> 30
minimum clock period -> 2.62 ns
failing checks -> negative setup slack
MUX area fraction -> 29.8%
Worst Setup End Kind -> primary output
placement row count -> 21
Flops after synth -> 8
post-DP HPWL -> 903 um
GRT overflow -> 0
and+or+nand+nor area frac -> 14.9%
# setup viols final -> 1
Pre-Repair DR Iteration Count -> 4
Hold Buf Count CTS -> 0
# Cells Yosys -> 38
drt initial violations -> 9
CTS tree -> done
Die Width -> 80 um
Tot GR Track Use -> 3.58%
FP Util -> 13.5%
post-route setup slack -> -0.118 ns
Crit path required time -> 2.00 ns
adder share -> 5.42%
max cap viols -> 0
FILL cells -> 394
Slew Viols, Final -> 0
Max FO, Critical Path -> 5
static leakage -> 0.319 nW
Cell Type Count -> 16
GPL Wtd Cong -> 0.778
Diodes inserted -> 0
PwrDens -> 482 nW/um^2
post-CTS setup buffers -> 0
non-filler cells, final -> 109
vias in the first global route -> 414
layout cells sized above 1 -> 23.8%
AO/OA Area Share -> 1.63%
synthesized area -> 462 um^2
Arr. time, crit path -> 2.12 ns
CP dominant cell by count -> mux4_2
initial antenna violation count -> 0
pre-CTS setup slack -> -0.552 ns
die y size -> 80 um
==> cell usage in the layout (no fill, tap or decap), drive strengths merged, types with 2 or more instances in the layout <==
master / count
dlygate4sd2: 16
dfxtp: 8
clkbuf: 6
mux4: 5
nand2: 4
and2: 3
xnor2: 3
buf: 3
inv: 2
nor2b: 2
xor2: 2
nand3: 2
ha: 2
==> stage by stage <==
step,instance area (um^2),TNS (ns),power (mW),hold WS [ns]
after CTS,712,-0.185,0.352,0.448
after floorplan,462,0,0.157,0.421
final,712,-0.118,0.343,0.445
after detailed placement,703,-0.552,0.196,0.442
after global routing,712,-0.255,0.369,0.453
after global placement,703,-0.542,0.195,0.432
==> registers in the layout, summed over array words and instances, names as in the netlist <==
name and flops:
cnt 4, i 4
==> worst max-delay path, delay by kind of cell (launching register included) <==
family / cells / cell delay, ns
simple gates: 1 / 0.14
flops: 1 / 0.39
buf+inv: 1 / 0.12
mux: 3 / 1.11
==> routing by layer <==
| metal | share of wire [%] | GRT usage, % | up-vias |
|---|---|---|---|
| li1 | - | - | 190 |
| met2 | 38 | 4.25 | 22 |
| met1 | 44 | 4.12 | 161 |
| met4 | 0.73 | 1.06 | 0 |
| met5 | 0 | 0 | - |
| met3 | 17 | 3.86 | 2 |
==> path summary, 6_finish.rpt <==
| kind | cells past startpoint | endpoint | slack [ns] | startpoint |
|---|---|---|---|---|
| worst min register to register | 1 | cnt[0]$_SDFF_PN0_ | 0.45 | cnt[0]$_SDFF_PN0_ |
| worst max register to register | 5 | i[3]$_SDFFE_PN1N_ | 1.13 | cnt[0]$_SDFF_PN0_ |
| worst min-delay path | 1 | cnt[0]$_SDFF_PN0_ | 0.45 | cnt[0]$_SDFF_PN0_ |
| worst max-delay path | 5 | data_out | -0.12 | i[2]$_SDFFE_PN1N_ |
==> synth_stat cells <==
cell type / count / share of area, %
nand4_1: 1 / 1.4
o211ai_1: 1 / 1.6
and2_1: 3 / 4.1
mux4_2: 1 / 4.9
xnor2_1: 3 / 5.7
nor2b_1: 2 / 2.7
dfxtp_1: 8 / 35
nand3_1: 2 / 2.2
mux4_1: 4 / 23
nor4_1: 1 / 1.4
xor2_1: 2 / 3.8
nand2_1: 4 / 3.3
mux2i_1: 1 / 2.2
ha_1: 2 / 5.4
inv_1: 2 / 1.6
buf_6: 1 / 2.4
==> cell type report <==
type	count	area [um^2]	share of cell area [%]
well taps	46	57.6	8.08
inverters	2	7.51	1.05
multi-input cells	27	268	37.6
flip-flops and latches	8	164	23.0
clock buffers	7	50.0	7.03
repair buffers	19	165	23.2
==> power breakdown <==
group	internal, mW	switching [mW]
combinational	0.0249	0.00888
clock	0.116	0.0594
sequential	0.131	0.00341
total	0.272	0.0716
==> cells by family (layout without fill, tap and decap cells) <==
kind of cell,after synthesis,count (layout)
flops,8,8
mux,6,6
fa+ha+maj,2,2
compound gates,1,1
simple gates,13,13
buf+inv,3,28
xor+xnor,5,5
==> what timing repair did <==
item / in CTS / in global routing
gates resized: 25 / 0
hold endpoints to repair: 0 / 0
endpoints found under the setup margin: 1 / 1
Power is estimated from default activity; no workload was simulated.
