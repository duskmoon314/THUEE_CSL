[flow/config.mk]
export PLATFORM = sky130hd
export DESIGN_NAME = r_framer
export DESIGN_NICKNAME = r_framer
export VERILOG_FILES = /design/flow/design.v
export SDC_FILE = /design/flow/constraint.sdc
export NUM_CORES = 4
export LEC_CHECK = 1
export CORE_UTILIZATION = 30
[flow/constraint.sdc]
current_design r_framer

set clk_period 2.0
set clk_io_pct 0.2

create_clock -name clk0 -period $clk_period [get_ports {clk}]

set non_clock_inputs [all_inputs -no_clocks]
set_input_delay [expr $clk_period * $clk_io_pct] -clock clk0 $non_clock_inputs
set_output_delay [expr $clk_period * $clk_io_pct] -clock clk0 [all_outputs]
[flow/design.v]
module r_framer #(
         parameter HEADER = 6
       ) (
         input clk,
         input rst,
         input data_in,
         output reg [11:0] data_out,
         output correct
       );
parameter s0 = 2'b00;
parameter s1 = 2'b01;
parameter s2 = 2'b11;
parameter s3 = 2'b10;
reg [1:0] state;
reg [15:0] data;
reg [5:0] cnt;
always @(posedge clk)
  begin
    if (~rst)
      begin
        state <= s0;
        data <= 0;
        data_out <= 0;
        cnt <= 0;
      end
    else
      begin
        data <= {data[14:0], data_in};
        if (state == s0)
          begin
            if (data[15:12] == HEADER)
              begin
                cnt <= 0;
                state <= s1;
              end
            else
              begin
                cnt <= cnt + 1;
              end
          end
        else
          begin
            if (cnt >= 15)
              begin
                cnt <= 0;
                if (data[15:12] == HEADER)
                  begin
                    case (state)
                      s1:
                        state <= s2;
                      s2:
                        state <= s3;
                    endcase
                    data_out <= data[11:0];
                  end
                else
                  begin
                    state <= s0;
                    data_out <= 0;
                  end
              end
            else
              begin
                cnt <= cnt + 1;
              end
          end
      end
  end
assign correct = (state == s3);
endmodule
[flow/run.sh]
#!/bin/bash
# OpenROAD 26Q1-2900-gdf79404cd8, Yosys 0.63+post, stock flow scripts
make -C /OpenROAD-flow-scripts/flow DESIGN_CONFIG=/design/flow/config.mk WORK_HOME=/design/flow/orfs finish
==> flow_metrics.py <==
# Generated from Yosys and OpenROAD reports
metrics = {
    "sta": {
        "whs_ns": 0.4502,
        "max_slew_margin_pct": 49.57,
        "max_freq_mhz": 569.5,
        "skew_ns": 0.006599,
        "hold_violations": 0,
        "slew_viol_final": 0,
        "setup-tns-final_ns": 0,
        "fin_crit_sh_pct": 87.79,
        "period_minus_slack_ns": 1.756,
        "finalSetupViolCount": 0,
        "rsz0062_at_grt": "false",
        "worstMarginPinSlew_ns": 0.7556,
    },
    "die": {
        "io_pins": 16,
        "placementRows": 23,
        "die_w_um": 68.96,
        "initCoreUtil_pct": 32.46,
        "fp.dieH_um": 68.96,
        "die_area_um2": 4755,
        "coreArea_um2": 4144,
    },
    "job": {
        "warning_count": 25,
        "cap_violations": 0,
    },
    "detailed_routing": {
        "drt-total-wl_mm": 2.399,
        "wire_per_inst_um": 12.18,
        "dr_total_vias": 931,
        "drtAntennaViolNets": 0,
        "vias_per_cell": 4.726,
        "drcViolationCount": 0,
        "dr.pass1.iters": 4,
        "drt_iter0_drc": 51,
        "antenna_cells": 0,
    },
    "clocking": {
        "cts_root_buffer": "clkbuf_8",
        "clk_pin_slew_ns": 0.07,
        "clock_latency_ns": 0.29,
        "cts_setup_buffers": 0,
        "cts_made_buffers": 5,
        "cts_tree": "yes",
        "ctsHtreeMaxLevel": 2,
        "cts.sinks": 38,
        "post_cts_resized": 0,
        "postCtsHoldBufs": 0,
        "clk_path_buf_depth": 2,
    },
    "yosys": {
        "flop_cell": "dfxtp_1",
        "ys_chip_area_um2": 1345,
        "ys_types": 29,
        "ys_async_sr_fraction_pct": 0,
        "edf_count": 0,
        "netlist_area_um2": 1345,
        "yosysWarnings": 1,
        "avgSynthCellArea_um2": 10.35,
        "yosys_cells": 130,
        "postSynthCellCount": 130,
        "ys_seq_share_pct": 56.56,
        "ys.flops": 38,
    },
    "global_routing": {
        "grt_busiest_layer": "met1",
        "use_met2_pct": 18.45,
        "met3_usage_pct": 3.000,
        "grt.met1_usage_pct": 18.73,
        "grt_use_total_pct": 12.31,
        "grt_pass1_wl_mm": 4.312,
        "overflow": 0,
        "antenna_found_initial": 0,
        "grt_max_degree": 31,
        "grt_pass1_vias": 983,
    },
    "final_layout": {
        "utilization_pct": 39.61,
        "layout_top_cells": "dfxtp_1, and2_1, nand2_1, clkdlybuf4s50_1, nand4_1",
        "stdcell_area_um2": 1642,
        "layout_top_cell": "dfxtp_1",
        "layout-drive-gt1-share_pct": 12.24,
        "final_cells": 197,
        "syn_to_final_growth_pct": 22.05,
    },
    "placed_design": {
        "place_area_um2": 1529,
        "portBuffers": 15,
        "gp_congestion": 0.7729,
        "dp_hpwl_mm": 1.560,
        "dp_cells": 190,
    },
    "power_and_ir_drop": {
        "powerDensity_nw_per_um2": 879.3,
        "power.leakage_nw": 0.5831,
        "vdd_drop_max_uv": 406.6,
    },
    "status": {
        "run_status": "completed",
    },
    "worst_setup_path": {
        "cp.arrival_ns": 1.90,
        "start_kind": "flip-flop",
        "cp.required_ns": 2.14,
        "worstSetupPathType": "reg -> reg",
        "end_kind": "flip-flop",
        "cp_max_fo": 17,
    },
    "hold_path": {
        "min_path_type": "reg -> reg",
    },
}
## flip-flops by register name, summed over array words and instances (netlist names)
name / cells
cnt: 6
data: 16
data_out: 12
state: 4
## logic make-up after synthesis
kind of cell    count (synthesis)  share of synthesized area, %
simple gates                   58                         25.95
flops                          38                         56.56
compound gates                 22                         11.07
buf+inv                         8                         3.534
xor+xnor                        3                         1.954
fa+ha+maj                       1                        0.9301
## worst paths after layout
kind / startpoint / end / slack (ns) / cells past startpoint
min: data[2] / data[3] / 0.45 / 1
min reg2reg: data[2] / data[3] / 0.45 / 1
max: cnt[0] / data_out[5] / 0.24 / 4
max reg2reg: cnt[0] / data_out[5] / 0.24 / 4
## power breakdown
| part | leakage (nW) | switching [mW] | internal [mW] |
|---|---|---|---|
| Combinational | 0.219 | 0.0173 | 0.0153 |
| Clock | 0.0573 | 0.241 | 0.398 |
| Sequential | 0.307 | 0.00643 | 0.765 |
| Total | 0.583 | 0.265 | 1.18 |
## metrics by stage
| stage | total power, mW | worst slack, ns |
|---|---|---|
| 3_3_place_gp | 0.8196 | 0.2967 |
| 3_5_place_dp | 0.8213 | 0.2102 |
| 2_1_floorplan | 0.8097 | 0.5160 |
| 5_1_grt | 1.496 | 0.08484 |
| 6_report | 1.443 | 0.2441 |
| 4_1_cts | 1.463 | 0.2150 |
## layout make-up
| type | instances | area [um^2] |
|---|---|---|
| fillers | 417 | 2502 |
| well taps | 50 | 62.56 |
| multi-input cells | 84 | 536.8 |
| inverters | 1 | 3.754 |
| flip-flops and latches | 38 | 760.7 |
| repair buffers | 17 | 165.2 |
| clock inverters | 1 | 30.03 |
| clock buffers | 6 | 82.58 |
## cells in the mapped netlist, types with 2 or more instances
| master | n | area share, % |
|---|---|---|
| nand2_1 | 15 | 4.2 |
| dfxtp_1 | 38 | 57 |
| nor2_1 | 2 | 0.56 |
| nand3_1 | 3 | 1.1 |
| and2_1 | 16 | 7.4 |
| o21ai_1 | 7 | 2.6 |
| buf_6 | 2 | 1.7 |
| clkbuf_1 | 3 | 0.84 |
| xor2_1 | 2 | 1.3 |
| o21ai_0 | 9 | 3.3 |
| buf_2 | 2 | 0.74 |
| nor3_2 | 3 | 2.2 |
| nand4_1 | 12 | 5.6 |
## metal layers
layer  wire length (um)  part of all wire, %  up-vias
met3                 91                  3.8        6
met5                  0                    0        -
met4                 44                  1.8        0
met1               1239                   52      427
li1                   -                    -      482
met2               1024                   43       16
## critical path: stages (launching register included)
cell and delay, ns:
dfxtp_1 0.38, ha_1 0.28, a311oi_4 0.14, nor2_2 0.61, o21ai_0 0.20
Power figures rest on the tool's default switching activity, not on a simulated workload.
